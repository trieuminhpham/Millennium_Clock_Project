==> flow/design.v <==
module control (
    input        clk,
    input        rst,
    input        dis_sel,      
    input        mode_sel,     
    input        adjust,       
    input        up_btn,       
    input        down_btn,     
    output reg   en_1,         
    output reg [1:0] blink_group,  
    output reg   smh_dmy,      
    output reg   dem_chinh,    
    output reg [2:0] select_item,  
    output reg   up,           
    output reg   down          
);
    reg [19:0] adj_debounce_cnt;
    reg adj_stable, adj_ff0, adj_ff1;
    wire adjust_negedge;
    always @(posedge clk or negedge rst) begin
        if (!rst) begin
            adj_debounce_cnt <= 0;
            adj_stable <= 1;  
            adj_ff0 <= 1;
            adj_ff1 <= 1;
        end else begin
            if (adjust == adj_stable) begin
                adj_debounce_cnt <= 0;  
            end else begin
                if (adj_debounce_cnt < 20'd500_000)  
                    adj_debounce_cnt <= adj_debounce_cnt + 1;
                else
                    adj_stable <= adjust;  
            end
            adj_ff0 <= adj_stable;
            adj_ff1 <= adj_ff0;
        end
    end
    assign adjust_negedge = ~adj_stable & adj_ff1;  
    reg [19:0] up_debounce_cnt;
    reg up_stable, up_ff0, up_ff1;
    wire up_negedge;
    always @(posedge clk or negedge rst) begin
        if (!rst) begin
            up_debounce_cnt <= 0;
            up_stable <= 1;
            up_ff0 <= 1;
            up_ff1 <= 1;
        end else begin
            if (up_btn == up_stable) begin
                up_debounce_cnt <= 0;
            end else begin
                if (up_debounce_cnt < 20'd500_000)
                    up_debounce_cnt <= up_debounce_cnt + 1;
                else
                    up_stable <= up_btn;
            end
            up_ff0 <= up_stable;
            up_ff1 <= up_ff0;
        end
    end
    assign up_negedge = ~up_stable & up_ff1;
    reg [19:0] down_debounce_cnt;
    reg down_stable, down_ff0, down_ff1;
    wire down_negedge;
    always @(posedge clk or negedge rst) begin
        if (!rst) begin
            down_debounce_cnt <= 0;
            down_stable <= 1;
            down_ff0 <= 1;
            down_ff1 <= 1;
        end else begin
            if (down_btn == down_stable) begin
                down_debounce_cnt <= 0;
            end else begin
                if (down_debounce_cnt < 20'd500_000)
                    down_debounce_cnt <= down_debounce_cnt + 1;
                else
                    down_stable <= down_btn;
            end
            down_ff0 <= down_stable;
            down_ff1 <= down_ff0;
        end
    end
    assign down_negedge = ~down_stable & down_ff1;
    always @(posedge clk or negedge rst) begin
        if (!rst) begin
            select_item <= 3'b000;
        end else if (mode_sel) begin
            if (adjust_negedge) begin  
                if (select_item == 3'b101)  
                    select_item <= 3'b000;
                else
                    select_item <= select_item + 1'b1;
            end
        end else begin
            select_item <= 3'b000;  
        end
    end
    always @(mode_sel, smh_dmy, select_item) begin
        if (mode_sel) begin
            if (smh_dmy == 0) begin   
                case (select_item)
                    3'b000: blink_group = 2'b00;   
                    3'b001: blink_group = 2'b01;   
                    3'b010: blink_group = 2'b10;   
                    default: blink_group = 2'b00;
                endcase
            end else begin   
                case (select_item)
                    3'b011: blink_group = 2'b10;   
                    3'b100: blink_group = 2'b01;   
                    3'b101: blink_group = 2'b00;   
                    default: blink_group = 2'b00;
                endcase
            end
        end else begin
            blink_group = 2'b00;   
        end
    end
    always @(dis_sel) begin
        smh_dmy = dis_sel;
    end
    always @(mode_sel) begin
        if (mode_sel) begin
            dem_chinh = 1;   
            en_1 = 0;        
        end else begin
            dem_chinh = 0;   
            en_1 = 1;        
        end
    end
    always @(posedge clk or negedge rst) begin
        if (!rst) begin
            up <= 0;
            down <= 0;
        end else if (mode_sel) begin
            up <= up_negedge;      
            down <= down_negedge;  
        end else begin
            up <= 0;
            down <= 0;
        end
    end
endmodule
==> flow/run.sh <==
#!/bin/bash
# OpenROAD 26Q1-2900-gdf79404cd8, Yosys 0.63+post, stock flow scripts
make -C /OpenROAD-flow-scripts/flow DESIGN_CONFIG=/design/flow/config.mk WORK_HOME=/design/flow/orfs finish
==> flow/config.mk <==
export PLATFORM = sky130hd
export DESIGN_NAME = control
export DESIGN_NICKNAME = control
export VERILOG_FILES = /design/flow/design.v
export SDC_FILE = /design/flow/constraint.sdc
export NUM_CORES = 4
export LEC_CHECK = 1
export CORE_UTILIZATION = 50
==> flow/constraint.sdc <==
current_design control

set clk_period 3.3
set clk_io_pct 0.2

create_clock -name clk0 -period $clk_period [get_ports {clk}]

set non_clock_inputs [all_inputs -no_clocks]
set_input_delay [expr $clk_period * $clk_io_pct] -clock clk0 $non_clock_inputs
set_output_delay [expr $clk_period * $clk_io_pct] -clock clk0 [all_outputs]
==> results.sh <==
# implementation run metrics
export IMPL_outcome="completed"
export IMPL_num_vias=2768
export IMPL_logic_family="simple AND/OR/NAND/NOR gates"
export IMPL_vias_per_cell=5.42
export IMPL_cts_sinks=74
export IMPL_maxSlewViolCount=0
export IMPL_p_comb_share_pct=7.2
export IMPL_p_switching_w=0.000445
export IMPL_synthFlopType="dfrtp_1"
export IMPL_postPlaceCellArea_um2=4110
export IMPL_compound_area_share_pct=6.59
export IMPL_internal_power_w=0.00144
export IMPL_cp_required_ns=2.64
export IMPL_fin_skew_ns=0.0111
export IMPL_period_used_pct=83.4
export IMPL_power_density_nw_per_um2=435
export IMPL_peakVddDrop_v=0.000212
export IMPL_grt_pass1_wl_um=12400
export IMPL_yosys_mux_area_fraction_pct=2.71
export IMPL_cts_buffers=9
export IMPL_dpl_hpwl_um=4430
export IMPL_tritoncts="built"
export IMPL_dr_wl_met3_um=192
export IMPL_cts_root_buf="clkbuf_8"
export IMPL_syn_to_final_growth_pct=12.0
export IMPL_avgRoutedWirePerCell_um=13.3
export IMPL_p_sw_share_pct=23.6
export IMPL_drc=0
export IMPL_wirelength_met1_um=3650
export IMPL_edf_count=0
export IMPL_clkTransAtPathRegs_ns=0.08
export IMPL_yosysCellCount=392
export IMPL_met2_wirelength_um=2850
export IMPL_ys_flops=74
export IMPL_rsz0062_at_grt="no"
export IMPL_ios=17
export IMPL_synth_cell_type_count=46
export IMPL_initialDrtViolationCount=96
export IMPL_grt_overflow=0
export IMPL_slew_headroom_pct=43.3
export IMPL_syn_inst=392
export IMPL_die_width_um=90.0
export IMPL_highest_layer="met4"
export IMPL_holdWs_ns=0.341
export IMPL_row_count=31
export IMPL_avgSynthCellArea_um2=9.89
export IMPL_core_um2=7370
export IMPL_fin_setup_tns_ns=0
export IMPL_cp_end_kind="primary output"
export IMPL_synthArstFlopShare_pct=100
export IMPL_p_clk_share_pct=41.7
export IMPL_gp_congestion=0.845
export IMPL_crit_arrival_ns=2.09
export IMPL_drive_gt1_share_pct=15.3
export IMPL_hold_class="primary input to async pin"
export IMPL_netlist_area_um2=3870
export IMPL_p_seq_share_pct=51.1
export IMPL_cts_buffer_depth=2
export IMPL_p_leak_nw=1.74
export IMPL_post_cts_buffers=0
export IMPL_worst_slew_pin_slew_ns=0.844
export IMPL_antenna_cells=0
export IMPL_cap_violations=0
export IMPL_antenna_found_initial=0
export IMPL_io_buffers=16
export IMPL_fin_cells=511
export IMPL_die_h_um=90.0
export IMPL_htree_num_levels=3
export IMPL_first_pass_iters=6
export IMPL_max_freq_mhz=363
export IMPL_simple_gate_area_share_pct=28.1
export IMPL_grt_usage_pct=18.8
export IMPL_path_class="primary input to primary output"
export IMPL_warnings=25
export IMPL_synthAdderAreaFrac_pct=1.29
export IMPL_startpoint_type="primary input"
export IMPL_grt_max_degree=54
export IMPL_yosysWarnings=1
export IMPL_grt_pass1_vias=2654
export IMPL_post_cts_resized=0
export IMPL_die_area_um2=8110
export IMPL_finalHoldViolCount=0
export IMPL_synthXorXnorAreaFrac_pct=10.2
export IMPL_yosys_area_um2=3870
export IMPL_ant_nets=0
export IMPL_wl_um=6800
export IMPL_crit_fanout=4
export IMPL_setup_viol=0
export IMPL_period_minus_slack_ns=2.75
export IMPL_placed_cells=495
export IMPL_postSynthSeqShare_pct=48.1
export IMPL_fp_utilization_pct=52.6
export IMPL_final_util_pct=58.9
export IMPL_clk_insertion_delay_late_ns=0.34
export IMPL_fin_area_um2=4340
export IMPL_hold_buffers=0
## stage by stage
step / power (W) / worst slack, ns
3_3_place_gp: 0.00112 / 0.583
2_1_floorplan: 0.00106 / 1.55
6_report: 0.00189 / 0.547
3_5_place_dp: 0.00112 / 0.559
5_1_grt: 0.00198 / 0.408
4_1_cts: 0.00192 / 0.546
## cell usage in the layout (no fill, tap or decap), types with 8 or more instances in the layout
cell / n
buf_4: 8
nor2_1: 73
dfstp_2: 9
xnor2_1: 44
clkdlybuf4s50_1: 15
nor4_2: 10
clkbuf_8: 10
nand4_1: 12
nor4_1: 10
a21oi_1: 11
nand2_1: 34
dfrtp_1: 65
nor3_1: 12
nand3_1: 15
## cells in the mapped netlist (all sizes together) (6+ instances only)
library cell,instances,area [um2]
a21oi,11,55.1
nor2b,7,43.8
clkbuf,14,52.6
dfrtp,65,1630
nor3,14,80.1
dfstp,9,236
nor4,20,188
nand2,34,128
mux2,6,75.1
nand4,12,75.1
nor2,74,285
xnor2,44,385
inv,6,22.5
nand3,15,75.1
## flip-flops by register name (all words and copies together), names as in the netlist, 3 cells and up
register / cells
adj_debounce_cnt: 20
down_debounce_cnt: 20
up_debounce_cnt: 20
select_item: 3
## path summary, 6_finish.rpt
| kind | start | endpoint | slack (ns) | cells after the start |
|---|---|---|---|---|
| worst max-delay path | dis_sel | blink_group[0] | 0.55 | 5 |
| worst min-delay path | rst | select_item[0]$_DFFE_PN0P_ | 0.34 | 1 |
| min in group clk0 | adj_ff0$_DFF_PN1_ | adj_ff1$_DFF_PN1_ | 0.36 | 0 |
| worst max register to register | adj_debounce_cnt[7]$_DFFE_PN0P_ | adj_debounce_cnt[13]$_DFFE_PN0P_ | 1.06 | 6 |
| max in group asynchronous | rst | adj_stable$_DFFE_PN1P_ | 2.17 | 2 |
| worst min register to register | adj_ff0$_DFF_PN1_ | adj_ff1$_DFF_PN1_ | 0.36 | 0 |
## metal layers
metal	global-route usage, %	vias up
met4	3.23	0
met2	26.8	42
met5	0	-
met3	2.06	10
li1	-	1396
met1	33.3	1320
## layout make-up
cell class | instances | area [um2]
Inverter | 6 | 22.5
Timing Repair Buffer | 23 | 210
Clock inverter | 6 | 88.8
Sequential cell | 74 | 1860
Multi-Input combinational cell | 293 | 1890
Clock buffer | 10 | 138
Tap cell | 99 | 124
Fill cell | 631 | 3030
## worst max-delay path: stages
cell	delay [ns]
clkdlybuf4s50_1	0.51
nor2b_1	0.18
a22oi_1	0.10
nor3_1	0.15
clkdlybuf4s50_1	0.49
## cells by family (layout without fill, tap and decap cells)
group                      Yosys count  after routing
xor gates and xnor gates            45             45
and+or+nand+nor                    202            202
DFF                                 74             74
buffers and inverters               25             45
muxes                                9              9
AOI/OAI and AO/OA                   33             33
adders and majority gates            4              4
## power groups by stage
stage                 clock [W]  combinational, W  sequential (W)
final                  0.000788          0.000137        0.000964
after global routing   0.000852          0.000162        0.000970
after CTS              0.000813          0.000140        0.000964
Power and IR drop assume default switching activity.
